===== design.v =====
module HexTo7SegDecoder(
    input [3:0] digit,
    output reg [6:0] seg
);
    always @(*) begin
        case (digit)
            4'h0 : seg <= 7'b1000000;
            4'h1 : seg <= 7'b1111001;
            4'h2 : seg <= 7'b0100100;
            4'h3 : seg <= 7'b0110000;
            4'h4 : seg <= 7'b0011001;
            4'h5 : seg <= 7'b0010010;
            4'h6 : seg <= 7'b0000010;
            4'h7 : seg <= 7'b1111000;
            4'h8 : seg <= 7'b0000000;
            4'h9 : seg <= 7'b0010000;
            4'hA : seg <= 7'b0001000;
            4'hB : seg <= 7'b0000011;
            4'hC : seg <= 7'b1000110;
            4'hD : seg <= 7'b0100001;
            4'hE : seg <= 7'b0000110;
            4'hF : seg <= 7'b0001110;
            default : seg <= 7'b0111111;
        endcase
    end
endmodule
module MultiplexClockDivider(
    input clk_100mhz,
    output multiplex_clk
);
  reg[16:0] counter;
  assign multiplex_clk = counter[16];
  initial begin
    counter <= 0;
  end
  always @ (posedge clk_100mhz)
  begin
    counter <= counter + 1;
  end
endmodule
module Hex4Display(
    input clk,
    input [15:0] digits,
    input [1:0] ones_place,
    input dp_en,
    output [7:0] seg,
    output reg [3:0] an
);
    reg [3:0] active_digit;
    reg dp;
    wire [6:0] decoded_digit;
    HexTo7SegDecoder decoder(active_digit, decoded_digit);
    wire slow_clk;
    MultiplexClockDivider clockDiv(clk, slow_clk);
    assign seg = {dp, decoded_digit};
    reg [1:0] i;
    initial begin
        i = 3;
    end
    always @(posedge slow_clk) begin
        case(i)
            3: begin
                active_digit <= digits[15:12];
                an <= 4'b0111;
            end
            2: begin
                active_digit <= digits[11:8];
                an <= 4'b1011;
            end
            1: begin
                active_digit <= digits[7:4];
                an <= 4'b1101;
            end
            0: begin
                active_digit <= digits[3:0];
                an <= 4'b1110;
            end
            default: begin
                an <= 4'b1111;
            end
        endcase
        dp <= (i == ones_place && dp_en) ? 1 : 0;
        if (i == 0) i <= 3;
        else i <= i - 1;
    end
endmodule

===== run.sh =====
#!/bin/bash
# OpenROAD 26Q1-2900-gdf79404cd8, Yosys 0.63+post, stock flow scripts
make -C /OpenROAD-flow-scripts/flow DESIGN_CONFIG=/design/flow/config.mk WORK_HOME=/design/flow/orfs finish

===== config.mk =====
export PLATFORM = sky130hd
export DESIGN_NAME = Hex4Display
export DESIGN_NICKNAME = Hex4Display
export VERILOG_FILES = /design/flow/design.v
export SDC_FILE = /design/flow/constraint.sdc
export NUM_CORES = 4
export LEC_CHECK = 1
export CORE_AREA = 10 10 93 93
export DIE_AREA = 0 0 103 103

===== constraint.sdc =====
current_design Hex4Display

set clk_period 3.1
set clk_io_pct 0.2

create_clock -name clk0 -period $clk_period [get_ports {clk}]

set non_clock_inputs [all_inputs -no_clocks]
set_input_delay [expr $clk_period * $clk_io_pct] -clock clk0 $non_clock_inputs
set_output_delay [expr $clk_period * $clk_io_pct] -clock clk0 [all_outputs]

==> flow_summary.toml <==
# generated from flow reports
[power_and_ir_drop]
p_seq_frac = 0.512
comb_power_share = 0.112
leakage_nw = 0.720
swShare = 0.207
peakVddDrop_uv = 186
p_int_w = 0.000339
power.density_mw_per_mm2 = 237
p_clk_frac = 0.376
p_sw_w = 0.0000885

[placed_design]
place_congestion = 0.801
dp_hpwl_um = 1930
portBuffers = 31
pre_cts_ws_ns = 1.67

[logic_synthesis]
area_leaders = "dfxtp_1, ha_1, xnor2_1"
yosys_cells = 133
synth_area_mm2 = 0.00136
avgSynthCellArea_um2 = 10.2
seq_area_frac_synth = 0.457
edf_count = 0
yosysUniqueCellTypes = 26
synth_top_cell_by_count = "dfxtp_1"
yosys.area.top_type = "dfxtp_1"
ys_area_mm2 = 0.00136
async_flop_share = 0
ys_ff = 31
synth_warnings = 3
synth-main-ff-cell = "dfxtp_1"
yosys-top-cells-count = "dfxtp_1, xnor2_1, inv_1"
syn_inst = 133
synth.top_cell.area_share = 0.457

[sta]
fin_setup_tns_ns = 0
worstMarginPinSlew_ns = 0.464
finalHoldViolations = 0
fin_ws_ns = 1.66
unclocked_regs = 14
fmax_ghz = 0.696
finalCritPeriodShare = 0.463
maxSlewHeadroom = 0.682
unconstrained_endpoints = 26
whs_ns = 0.410
rsz0062_at_grt = "false"
clock_skew_ns = 0.00479
min_period_ns = 1.44
setup_violations = 0
finalMaxSlewViolations = 0

[routing]
ant_nets = 0
wirelength_um = 2480
drc = 0
vias = 945
viasPerCell = 3.83
dr.pass1.iters = 5
drt_iter0_drc = 23
diodes = 0
avgRoutedWirePerCell_um = 10.0

[layout]
comb_area_um2 = 666
nFillCells = 705
syn_to_final_growth_pct = 32.8
flop_area_um2 = 621
drive_gt1_frac = 0.0539
fin_util = 0.267

[die]
die_w_um = 103
core_area_mm2 = 0.00676
die_h_um = 103
dieArea_mm2 = 0.0106
fp_util = 0.201
num_rows = 30
io_pins = 32

[flow_run]
warnings = 33
drv_cap = 0

[worst_setup_path]
worst-endpoint-required_ns = 3.23
path_max_fanout = 6
worstReg2RegStart = "clockDiv.counter[0]"
r2r_setup_slack_ns = 1.66
reg2reg_depth = 5
cp_cell_sequence = "ha_1, nand3_1, nor2_1, nand3_1, xnor2_1"
r2r-end = "clockDiv.counter[16]"
cpPeakStageDelay_ns = 0.37
cp.buffers_inverters = 0
cp_top_family = "simple AND/OR/NAND/NOR gates"
critPathLaunchType = "flip-flop"
cp_slowest_cell = "dfxtp_1"
criticalPathCategory = "reg2reg"
crit_path_end_kind = "flip-flop"
cp_common_cell = "nand3_1"
arrival_ns = 1.56

[global_route]
gr-max-usage-layer = "met1"
use_met3 = 0.0176
overflow = 0
use_met1 = 0.0650
use_met2 = 0.0634
grt_pass1_vias = 842
grt_usage = 0.0444
grt_max_degree = 16
grt_pass1_wl_um = 3910
antenna_found_initial = 0

[cts]
post_cts_buffers = 0
ctsResizeCount = 0
clock_latency_ns = 0.25
cts_tree = "built"
clk_pin_slew_ns = 0.07
ctsRootBufferMaster = "clkbuf_8"
holdBufCountCts = 0
cts-htree-levels = 1
clk_path_buf_depth = 2
cts_buffers = 3

[min_path]
whs_endpoint = "clockDiv.counter[0]"
hold_path.startpoint = "clockDiv.counter[0]"
whs_path_depth = 1
hp-class = "reg2reg"

[status]
outcome = "completed"
==> worst register-to-register path, stage by stage, from the launching register on <==
cell     delay, ns
dfxtp_1       0.37
ha_1          0.19
nand3_1       0.11
nor2_1        0.35
nand3_1       0.15
xnor2_1       0.15
==> placed cells by master, fill, tap and decap left out, types with 2 or more instances in the layout <==
cell type         n
nand3_1           6
xor2_1            3
inv_1            13
o22ai_1           4
dfxtp_1          31
and3_1            4
a222oi_1          3
mux2i_1           9
xnor2_1          15
ha_1             11
clkdlybuf4s50_1  31
mux2_2            2
nand4_1           4
nor2_1            4
nand2_1          12
clkbuf_8          3
==> worst max path at each step <==
| stage | cells past startpoint | end | slack (ns) | start |
|---|---|---|---|---|
| 5_1_grt | 5 | clockDiv.counter[16] | 1.51 | clockDiv.counter[0] |
| 6_report | 5 | clockDiv.counter[16] | 1.66 | clockDiv.counter[0] |
| 4_1_cts | 5 | clockDiv.counter[16] | 1.66 | clockDiv.counter[0] |
==> metal layers <==
layer,vias up,wire length (um)
li1,517,-
met1,394,1330
met2,34,844
met3,0,297
met4,0,0
met5,-,0
==> through the flow <==
stage / area, um2 / std cells / power, W
after CTS: 1800 / 247 / 0.000434
after global placement: 1760 / 243 / 0.000272
after global routing: 1800 / 247 / 0.000452
final: 1800 / 247 / 0.000428
after floorplan: 1360 / 133 / 0.000243
after detailed placement: 1760 / 243 / 0.000271
==> power by group through the flow <==
stage / clock network, W / logic (W) / registers [W]
after CTS: 0.000167 / 0.0000480 / 0.000219
after global routing: 0.000181 / 0.0000528 / 0.000219
final: 0.000161 / 0.0000478 / 0.000219
==> state kept, by name, indices dropped and copies added, names as in the netlist <==
register,cells
dp,1
decoded_digit,7
i,2
clockDiv.counter,17
an,4
==> final cells by class <==
class                           instances  share of cell area
Clock inverter                          1             0.00278
Timing Repair Buffer                   32               0.176
Inverter                               14              0.0291
Clock buffer                            3              0.0229
Sequential cell                        31               0.344
Multi-Input combinational cell         86               0.369
Tap cell                               80              0.0555
==> logic make-up (layout without fill, tap and decap cells) <==
logic type	Yosys count	after routing	share of synthesized area
XOR/XNOR	18	18	0.116
buffers and inverters	16	50	0.0525
AND/OR/NAND/NOR	35	35	0.129
flip-flops	31	31	0.457
multiplexers	11	11	0.0830
adder cells (fa/ha/maj)	11	11	0.101
AND-OR/OR-AND	11	11	0.0608
No activity file was given, so power comes from the tool's default toggle rates.
