<file path="flow/design.v">
module ALU(
    input [15:0] a,
    input [15:0] b,
    input [1:0] op,
    output reg [15:0] res
);
    always @(*) begin
        if (op == 2'b00) begin
            res <= a + b;
        end
        else if (op == 2'b01) begin
            res <= a & b;
        end
        else if (op == 2'b10) begin
            res <= a ^ b;
        end
        else if (op == 2'b11) begin
            res <= a;
        end
    end
endmodule
</file>
<file path="flow/run.sh">
#!/bin/bash
# OpenROAD 26Q1-2900-gdf79404cd8, Yosys 0.63+post, stock flow scripts
make -C /OpenROAD-flow-scripts/flow DESIGN_CONFIG=/design/flow/config.mk WORK_HOME=/design/flow/orfs finish
</file>
<file path="flow/config.mk">
export PLATFORM = sky130hd
export DESIGN_NAME = ALU
export DESIGN_NICKNAME = ALU
export VERILOG_FILES = /design/flow/design.v
export SDC_FILE = /design/flow/constraint.sdc
export NUM_CORES = 4
export LEC_CHECK = 1
export CORE_AREA = 10 10 112 112
export DIE_AREA = 0 0 122 122
</file>
<file path="flow/constraint.sdc">
current_design ALU

set clk_period 13.4
set clk_io_pct 0.2

create_clock -name clk0 -period $clk_period

set non_clock_inputs [all_inputs -no_clocks]
set_input_delay [expr $clk_period * $clk_io_pct] -clock clk0 $non_clock_inputs
set_output_delay [expr $clk_period * $clk_io_pct] -clock clk0 [all_outputs]
</file>
==> flow_summary.toml <==
# yosys + openroad results
[grt]
grt_usage_pct = 5.76
antenna_found_initial = 0
grt_pass1_wl_um = 7070
grt_pass1_vias = 1376
grt_max_degree = 30
overflow = 0

[logic_synthesis]
yosys.area.top_type = "dlxtn_1"
yosys_warnings = 1
ff_type = "dlxtn_1"
yosysUniqueCellTypes = 50
async_flop_share_pct = 0
yosys_cells = 177
synth_cells = 177
synth_top_area_share_pct = 16.6
edf_count = 0
numSynthFlops = 16
avgSynthCellArea_um2 = 8.16
yosysChipArea_um2 = 1440
yosys-top-cells-area = "dlxtn_1 (17%), ha_1 (14%), mux4_2 (7.8%)"
netlist_area_um2 = 1440

[drt]
drt_iter0_markers = 75
vias_per_cell = 3.84
num_vias = 1423
ant_nets = 0
drc = 0
drt_wl_total_um = 4290
drt-pass1-iter-count = 4
antennaDiodeCount = 0
wl_per_cell_um = 11.6

[layout]
largestRegisters = "res (16)"
regMostFlops = "res"
fillers = 1098
syn2layout_area_growth_pct = 48.4
layout-drive-gt1-share_pct = 6.38
lay_top_count = "clkdlybuf4s50_1"
final_cell_mix = "clkdlybuf4s50_1 (50), a21oi_1 (16), ha_1 (16), dlxtn_1 (16), conb_1 (16)"
largest_reg_flops = 16

[run]
tool_warnings = 32
maxCapViolCount = 0

[pwr]
ir_worst_vdd_mv = 0.0114
seqPwrFrac_pct = 9.6
switchingPower_w = 0.0000311
p_leak_nw = 0.893
power.total_w = 0.0000747
p_sw_share_pct = 41.7
powerDensity_nw_per_um2 = 34.8
p_int_w = 0.0000436
p_clk_share_pct = 0
combPwrFrac_pct = 90.4

[setup_path]
required_ns = 10.72
cp-end-kind = "output pin"
path_max_fanout = 3
cp-endpoint = "res[14]"
cp-startpoint = "a[0]"
crit_type = "in2out"
cp.arrival_ns = 5.92
cp-start-kind = "input port"

[floorplanning]
die_h_um = 122
pin_count = 50
die_area_um2 = 14900
std_cell_rows = 37
fp_util_pct = 14.1
fp.coreArea_um2 = 10200
die_w_um = 122

[timing]
min_period_ns = 8.60
fmax_mhz = 116
period_used_pct = 64.2
finalSetupTns_ns = 0
setup_violations = 0
untimed_endpoints = 16
drv_slew = 0
unclocked_pins = 16
rsz0062_at_grt = "false"
hold_violations = 0

[clocking]
postCtsSetupBuffers = 0
hold_buffers = 0
post_cts_resized = 0

[placement]
port_buffers = 50
dp_hpwl_um = 3660
place_congestion = 0.824

[run_status]
status = "finished, final reports clean"
Yosys cell counts (2+ instances only):
| library cell | instances |
|---|---|
| a21oi_1 | 16 |
| nor2b_1 | 4 |
| dlxtn_1 | 16 |
| ha_1 | 16 |
| o211a_1 | 2 |
| nand2b_1 | 3 |
| nor3_1 | 5 |
| mux2i_1 | 5 |
| a21o_1 | 7 |
| o21ai_0 | 11 |
| buf_1 | 2 |
| nor2_1 | 15 |
| inv_1 | 4 |
| a31oi_1 | 2 |
| and3_1 | 2 |
| o21bai_1 | 3 |
| o22ai_1 | 2 |
| nand2_1 | 12 |
| a211oi_2 | 2 |
| xnor2_1 | 3 |
| a211oi_1 | 6 |
| clkbuf_1 | 5 |
| mux4_2 | 5 |
| nand3_1 | 3 |
power groups by stage:
stage	clock network [W]	registers [W]	logic [W]
CTS	0	0.00000725	0.0000685
global route	0	0.00000755	0.0000766
finish	0	0.00000720	0.0000675
kinds of logic (layout without fill, tap and decap cells):
| group | Yosys count | count (layout) | share of synthesized area (%) |
|---|---|---|---|
| AND-OR/OR-AND | 61 | 61 | 28.6 |
| latches | 16 | 16 | 16.6 |
| AND/OR/NAND/NOR | 53 | 53 | 19.0 |
| XOR/XNOR | 4 | 4 | 2.43 |
| buffers and inverters | 13 | 56 | 3.99 |
| other | 1 | 16 | 0.260 |
| adder cells (fa/ha/maj) | 17 | 17 | 15.3 |
| multiplexers | 12 | 12 | 13.9 |
final cells by class:
type	instances	area (µm²)	share of cell area, %
Multi-Input combinational cell	163	1200	56.1
Sequential cell	16	240	11.2
Inverter	4	15.0	0.701
Tap cell	136	170	7.94
Timing Repair Buffer	52	515	24.1
per-layer routing:
metal,global-route usage (%),wire length [µm],up-vias
met1,8.00,2070,621
met3,1.17,261,0
met5,0,0,-
met4,0,0,0
met2,9.62,1960,29
li1,-,-,773
worst max-delay path: stages:
cell,delay (ns)
clkdlybuf4s50_1,0.42
ha_1,0.25
fa_1,0.43
a211oi_1,0.30
o21ai_0,0.22
a31oi_1,0.29
o21ai_0,0.15
mux2_2,0.29
nor2_1,0.09
dlxtn_1,0.33
clkdlybuf4s50_1,0.46
through the flow:
stage                     setup slack [ns]  utilization (%)  area (µm²)  cells
after floorplan                       6.11                -        1500    192
after global placement                4.81             20.9        2140    371
after detailed placement              4.82             20.9        2140    371
after CTS                             4.81             20.9        2140    371
after global routing                  4.54             20.9        2140    371
final                                 4.80             20.9        2140    371
No activity file was given, so power comes from the tool's default toggle rates.
